===== design/flow/config.mk =====
export PLATFORM = sky130hd
export DESIGN_NAME = instruction_decode
export DESIGN_NICKNAME = instruction_decode
export VERILOG_FILES = /design/flow/design.v
export SDC_FILE = /design/flow/constraint.sdc
export NUM_CORES = 4
export LEC_CHECK = 1
export CORE_AREA = 10 10 99 99
export DIE_AREA = 0 0 109 109

===== design/flow/design.v =====
module instruction_decode(
	input [31:0] instruction,	 
	output reg [5:0] opcode, 	 
	output reg [4:0] rs, rt, rd,     
	output reg [15:0] immediate,	 
	output reg [25:0] jump_address,	 
	output reg is_rtype, is_lw, is_sw, is_beq, is_jump  
);
always @(*) begin
	opcode = instruction[31:26];
	rs = instruction[25:21];
	rt = instruction[20:16];
	is_rtype = (opcode == 6'b000000);
	is_lw = (opcode == 6'b100011);
	is_sw = (opcode == 6'b101011);
	is_beq = (opcode == 6'b000100);
	is_jump = (opcode == 6'b000010);
	if (is_rtype) begin
		rd = instruction[15:11];	 
	end else if (is_jump) begin
		jump_address = instruction[25:0];	 
	end else begin
		immediate = instruction[15:0];
	end
end
endmodule		

===== design/flow/constraint.sdc =====
current_design instruction_decode

set clk_period 1.6
set clk_io_pct 0.2

create_clock -name clk0 -period $clk_period

set non_clock_inputs [all_inputs -no_clocks]
set_input_delay [expr $clk_period * $clk_io_pct] -clock clk0 $non_clock_inputs
set_output_delay [expr $clk_period * $clk_io_pct] -clock clk0 [all_outputs]

===== design/flow/run.sh =====
#!/bin/bash
# OpenROAD 26Q1-2900-gdf79404cd8, Yosys 0.63+post, stock flow scripts
make -C /OpenROAD-flow-scripts/flow DESIGN_CONFIG=/design/flow/config.mk WORK_HOME=/design/flow/orfs finish

==> results.txt <==
cell area after layout: 2060 µm²
relative slew slack: 0.591
Post-Syn Instances: 75
synthesized cell area: 927 µm²
Worst Path Arrival: 1.26 ns
Int Power: 0.251 mW
power share of the combinational group: 0.774
drt wl/cell: 13.0 µm
# hold bufs at CTS: 0
GRT Util Overall: 0.0533
Max IR drop VDD: 0.0625 mV
sequential share of power: 0.226
Slew Limit Fails: 0
fin crit share: 0.989
DR DRC count: 0
endpoints left unconstrained: 94
setup_tns: 0 ns
Hold Crit Start: instruction[28]
synth cell count leaders: dlxtn_1 (47), buf_4 (16), nor3_1 (3)
area added between synthesis and finish: 122%
count leader, synth: dlxtn_1
worst min-delay path category: in2out
total die area: 11900 µm²
Antenna Nets Post-Route: 0
Placer Congestion: 0.711
Worst-Margin Slew: 0.609 ns
Max Cap Viol: 0
post-route setup slack: 0.0169 ns
Final Critical Period: 1.58 ns
Leak: 0.936 nW
via count: 887
tool warning count: 34
via density per instance: 3.19
CP max stage delay: 0.47 ns
DPL Wire Length: 3190 µm
asr flop ratio synth: 0
Commonest flop: dlxtn_1
CP startpoint: instruction[22]
CP endpoint kind: output pin
1st-iter DRT viols: 0
first-pass GRT wire length: 4990 µm
# diodes: 0
vias in the first global route: 904
switching power total: 0.0668 mW
largest net degree at the start of global routing: 16
ratio of cells with drive above 1 in the final layout: 0.176
Net Sw Frac: 0.210
Worst EP required: 1.28 ns
Synthesis Warnings: 1
1st-pass router iterations: 1
RSZ-0062 raised after global routing: true
Die H: 109 µm
Clock power frac: 0
Critical-path top delay cell: clkdlybuf4s50_1
crit-path max FO: 2
core area: 7730 µm²
CP startpoint kind: input pin
register pins left without a clock: 47
Post-synth regs: 47
Chip Area, Yosys: 927 µm²
Area contributors post-synth: dlxtn_1 (76%), buf_4 (13%), nor4b_4 (2.6%)
number of cells in Yosys stat: 75
# IOs: 100
post-synth tally of flip-flops with integrated enable: 0
Max Fclk: 0.632 GHz
fp_density: 0.120
Die X: 109 µm
Hold Fails Final Rpt: 0
sequence of cells on the critical path: clkdlybuf4s50_1 -> clkdlybuf4s50_1
power density cells: 154 nW/µm²
WL final: 3620 µm
initial antenna violation count: 0
status: finished clean
CP bufs+invs: 2
syn_area_per_cell: 12.4 µm²
placed cell areas: 2060 µm²
Top-area cell share: 0.761
# rows: 32
cell type with the largest total area: dlxtn_1
Port Buffer Count: 100
pre-CTS setup slack: -0.606 ns
CP dominant cell by count: clkdlybuf4s50_1
CP top delay family: buffers and inverters
Yosys cell types: 12
final setup fails: 0
CP Class: in2out
Overflow after GRT: 0
[layout by cell type, fill, tap and decap left out, drive strengths merged]
cell and count:
dlygate4sd2 6, nand3 1, buf 22, clkdlybuf4s50 83, nor3b 1, nand4b 1
nor4b 1, or3 1, nor3 3, nor4 1, dlymetal6s2s 3, nand3b 1
dlxtn 47, clkbuf 3, nor2 1, and3 1
[metrics by stage]
stage                     utilization  cells  hold WS [ns]  total power, mW
after detailed placement        0.267    277          1.47            0.327
after CTS                       0.267    278          1.15            0.327
after global routing            0.266    278          1.01            0.344
final                           0.266    278         0.979            0.317
after floorplan                     -     75         0.653           0.0967
after global placement          0.267    277          1.47            0.326
[final cells by class]
cell class / instances / area, µm²
tap: 102 / 128
sequential: 47 / 706
timing repair buffer: 117 / 1100
multi-input combinational: 12 / 123
fill: 813 / 5670
[what timing repair did]
action                     in CTS  in global routing
buffers inserted                1                  0
gates resized                  28                 11
pin swaps                       5                  2
setup endpoints to repair      14                  9
[kinds of logic after synthesis]
kind of cell | share of synthesized area
and+or+nand+nor | 0.109
buffers and inverters | 0.130
latches | 0.761
[flip-flops by register name (all words and copies together), names as in the netlist]
signal and flops:
rd 5, immediate 16, jump_address 26
[metal layers]
layer	GRT usage	wire, µm	vias up
met1	0.0659	1420	395
met5	0	0	-
met2	0.0814	1550	62
met3	0.0352	657	0
met4	0	0	0
li1	-	-	430
[path summary, 6_finish.rpt]
check       end  slack [ns]  cells after the start
min    is_rtype        0.98                      3
max       rs[1]        0.02                      2
[power by group through the flow]
stage	Clock [mW]	Combinational [mW]	Sequential, mW
6_report	0	0.246	0.0716
4_1_cts	0	0.255	0.0722
5_1_grt	0	0.269	0.0754
Power is estimated from default activity; no workload was simulated.
